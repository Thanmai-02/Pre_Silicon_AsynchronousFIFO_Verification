--- flow/config.mk ---
export PLATFORM = sky130hd
export DESIGN_NAME = async_fifo
export DESIGN_NICKNAME = async_fifo
export VERILOG_FILES = /design/flow/design.v
export SDC_FILE = /design/flow/constraint.sdc
export NUM_CORES = 4
export LEC_CHECK = 1
export CORE_UTILIZATION = 50
--- flow/run.sh ---
#!/bin/bash
# OpenROAD 26Q1-2900-gdf79404cd8, Yosys 0.63+post, stock flow scripts
make -C /OpenROAD-flow-scripts/flow DESIGN_CONFIG=/design/flow/config.mk WORK_HOME=/design/flow/orfs finish
--- flow/constraint.sdc ---
current_design async_fifo

set clk_period 48.5
set clk_io_pct 0.2

create_clock -name clk0 -period $clk_period [get_ports {r_clk}]
create_clock -name clk1 -period $clk_period [get_ports {w_clk}]

set non_clock_inputs [all_inputs -no_clocks]
set_input_delay [expr $clk_period * $clk_io_pct] -clock clk0 $non_clock_inputs
set_output_delay [expr $clk_period * $clk_io_pct] -clock clk0 [all_outputs]
--- flow/design.v ---
module async_fifo #(parameter DATA_SIZE = 8, parameter ADDR_SIZE = 8) (
    output logic [DATA_SIZE-1:0] r_data,
    output logic w_full,
    output logic r_empty,
    input logic [DATA_SIZE-1:0] w_data,
    input logic w_inc, w_clk, wrst_n,
    input logic r_inc, r_clk, rrst_n
);
    logic [ADDR_SIZE-1:0] w_addr, r_addr;
    logic [ADDR_SIZE:0] w_ptr, r_ptr, wq2_r_ptr, rq2_w_ptr;
    sync_r2w #(ADDR_SIZE) sync_r2w_inst (
        .wq2_r_ptr(wq2_r_ptr),
        .r_ptr(r_ptr),
        .w_clk(w_clk),
        .wrst_n(wrst_n)
    );
    sync_w2r #(ADDR_SIZE) sync_w2r_inst (
        .rq2_w_ptr(rq2_w_ptr),
        .w_ptr(w_ptr),
        .r_clk(r_clk),
        .rrst_n(rrst_n)
    );
    fifomem #(DATA_SIZE, ADDR_SIZE) fifomem_inst (
        .r_data(r_data),
        .w_data(w_data),
        .w_addr(w_addr),
        .r_addr(r_addr),
        .w_clken(w_inc),
        .w_full(w_full),
        .w_clk(w_clk)
    );
    r_ptr_empty #(ADDR_SIZE) r_ptr_empty_inst (
        .r_empty(r_empty),
        .r_addr(r_addr),
        .r_ptr(r_ptr),
        .rq2_w_ptr(rq2_w_ptr),
        .r_inc(r_inc),
        .r_clk(r_clk),
        .rrst_n(rrst_n)
    );
    w_ptr_full #(ADDR_SIZE) w_ptr_full_inst (
        .w_full(w_full),
        .w_addr(w_addr),
        .w_ptr(w_ptr),
        .wq2_r_ptr(wq2_r_ptr),
        .w_inc(w_inc),
        .w_clk(w_clk),
        .wrst_n(wrst_n)
    );
endmodule
module fifomem #(parameter DATADDR_SIZE = 8, parameter ADDRSIZE = 8) (
    output logic [DATADDR_SIZE-1:0] r_data,
    input logic [DATADDR_SIZE-1:0] w_data,
    input logic [ADDRSIZE-1:0] w_addr, r_addr,
    input logic w_clken, w_full, w_clk
);
    localparam DEPTH = 1 << ADDRSIZE;
    logic [DATADDR_SIZE-1:0] mem [0:DEPTH-1];
    always_ff @(posedge w_clk) begin
        if (w_clken && !w_full)
            mem[w_addr] <= w_data;
    end
    assign r_data = mem[r_addr];
endmodule
module sync_r2w #(parameter ADDRSIZE = 8) (
    output reg [ADDRSIZE:0] wq2_r_ptr,
    input [ADDRSIZE:0] r_ptr,
    input logic w_clk, wrst_n
);
    reg [ADDRSIZE:0] wq1_r_ptr;
    always_ff @(posedge w_clk or negedge wrst_n) begin
        if (!wrst_n)
            {wq2_r_ptr, wq1_r_ptr} <= 0;
        else
            {wq2_r_ptr, wq1_r_ptr} <= {wq1_r_ptr, r_ptr};
    end
endmodule
module sync_w2r #(parameter ADDRSIZE = 8) (
    output reg [ADDRSIZE:0] rq2_w_ptr,
    input [ADDRSIZE:0] w_ptr,
    input logic r_clk, rrst_n
);
    reg [ADDRSIZE:0] rq1_w_ptr;
    always_ff @(posedge r_clk or negedge rrst_n) begin
        if (!rrst_n)
            {rq2_w_ptr, rq1_w_ptr} <= 0;
        else
            {rq2_w_ptr, rq1_w_ptr} <= {rq1_w_ptr, w_ptr};
    end
endmodule
module r_ptr_empty #(parameter ADDRSIZE = 8) (
    output reg r_empty,
    output [ADDRSIZE-1:0] r_addr,
    output reg [ADDRSIZE:0] r_ptr,
    input [ADDRSIZE:0] rq2_w_ptr,
    input r_inc, r_clk, rrst_n
);
    reg [ADDRSIZE:0] rbin;
    wire [ADDRSIZE:0] rgraynext, rbinnext;
    always_ff @(posedge r_clk or negedge rrst_n) begin
        if (!rrst_n)
            {rbin, r_ptr} <= 0;
        else
            {rbin, r_ptr} <= {rbinnext, rgraynext};
    end
    assign r_addr = rbin[ADDRSIZE-1:0];
    assign rbinnext = rbin + (r_inc & ~r_empty);
    assign rgraynext = (rbinnext >> 1) ^ rbinnext;
    always_ff @(posedge r_clk or negedge rrst_n) begin
        if (!rrst_n)
            r_empty <= 1'b1;
        else
            r_empty <= (rgraynext == rq2_w_ptr);
    end
endmodule
module w_ptr_full #(parameter ADDRSIZE = 8) (
    output reg w_full,
    output [ADDRSIZE-1:0] w_addr,
    output reg [ADDRSIZE:0] w_ptr,
    input [ADDRSIZE:0] wq2_r_ptr,
    input w_inc, w_clk, wrst_n
);
    reg [ADDRSIZE:0] wbin;
    wire [ADDRSIZE:0] wgraynext, wbinnext;
    always_ff @(posedge w_clk or negedge wrst_n) begin
        if (!wrst_n)
            {wbin, w_ptr} <= 0;
        else
            {wbin, w_ptr} <= {wbinnext, wgraynext};
    end
    assign w_addr = wbin[ADDRSIZE-1:0];
    assign wbinnext = wbin + (w_inc & ~w_full);
    assign wgraynext = (wbinnext >> 1) ^ wbinnext;
    always_ff @(posedge w_clk or negedge wrst_n) begin
        if (!wrst_n)
            w_full <= 1'b0;
        else
            w_full <= (wgraynext == {~wq2_r_ptr[ADDRSIZE], wq2_r_ptr[ADDRSIZE-1:0]});
    end
endmodule
==> run notes <==
run metrics: worst slack at placement=31.69 ns, largest net degree at the start of global routing=91, critical path's top delay family=buffers and inverters, M1 WL=69,800 um, CP Launch Type=flop, Mean Syn Cell Area=20.1 sq um, Leakage Power=29.8 nW, cell repeated most along the worst path=buf_4, wire per inst=32.4 um, RR Startpoint=r_ptr_empty_inst.rbin[1]$_DFF_PN0_, highest-count logic cell in the final layout=edfxtp_1, initial antenna violation count=4, PD cells=56.2 nW/um^2, cells on worst reg2reg path=9, Slew headroom=-0.0143, tally of OpenROAD warnings=27, worst-path cell chain=buf_4, buf_4, buf_4, buf_4, buf_4, mux2i_1, o221ai_1, a21oi_1, nor3_1, nor2_1, nor4_2, clkdlybuf4s50_1, CP max stage delay=0.85 ns, Sum Neg Setup Slack=0 ns, max layer used=met5, FILL cells=11,900, terminus of the critical flop-to-flop path=r_ptr_empty_inst.r_empty$_DFF_PN1_, DPL Wire Length=131,000 um, CP max stage cell=dfrtp_4, hold slack=0.315 ns, final worst slack=31.55 ns, GRT overflow=0, critical path arrival=7.26 ns, Cell variety after synth=74, Clock transition at path regs=0.06 ns, Final Hold Viols=0, metal3 WL=35,900 um, most numerous logic cells after layout=2,048 x edfxtp_1, 410 x mux4_2, 297 x nor2_1, 264 x mux2i_1, 241 x buf_4, crit path to=r_data[2], Worst Hold Class=reg -> reg, I/O Buffers=22, fp util=0.506, Area Growth Syn to Fin=12.3%, EDFF count, synth=2,048, DR pass1 iterations=5, Setup CP Type=reg -> out, final setup fails=0, FF+latch area=63,300 sq um, violations in the final reports=max-capacitance violations, max-slew violations, I/O Pins=24, ys flops=2,120, WP data required=38.80 ns, Final Util=0.568, CP endpoint kind=primary output, wire length of the first global-routing pass=314,000 um, ys cells=4,108, GPL Wtd Cong=0.924, mapped cell area=82,700 sq um, gr usage total=0.299, VDD IR-drop max=0.0451 mV, Met2 Wirelength=103,000 um, asr flop ratio synth=0.0340, critical path buffer and inverter count=6, Seq/Total Area, Yosys=0.766, DIE HEIGHT=409 um, status=complete, but fails checks, ANT nets after route=0, Yosys Chip Area=82,700 sq um, fin cells=6,706, Die Wd=409 um, RSZ-0062 raised after global routing=no, drt total wl=217,000 um, share of cells above drive strength 1=0.218, core area=164,000 sq um, Placed Cells=6,300, DR iter-0 viols=2,900, logic area=17,800 sq um, R2R Setup Slk=44.63 ns, Synth Flop Type=edfxtp_1, Slew @ Worst Pin=1.51 ns, largest fanout on the critical path=38, via count=41,200, Via density=6.15, Post-route DRC=0, row count=148, Setup Skew=0.0327 ns, CP Depth=12, Die Size=167,000 sq um, Slew Viols, Final=2, TritonCTS clock tree=yes, Max-Cap Viols=1, YS warnings=5, vias in the first global route=44,500, crit path from=r_ptr_empty_inst.rbin[0]$_DFF_PN0_, clk sinks=2,120, Synth Instances=4,108
cells by family (layout without fill, tap and decap cells):
group | count (synthesis) | after routing | synth area share
muxes | 678 | 678 | 0.144
xor gates and xnor gates | 48 | 48 | 0.00508
AOI/OAI and AO/OA | 373 | 373 | 0.0315
and+or+nand+nor | 622 | 622 | 0.0335
adders and majority gates | 4 | 4 | 0.000605
buffers and inverters | 263 | 682 | 0.0196
DFF | 2120 | 2120 | 0.766
other | 0 | 4 | 0
cells in the mapped netlist, types with 18 or more instances:
cell type	instances	area share
edfxtp_1	2048	0.74
mux4_2	410	0.11
nor2_1	297	0.013
mux2i_1	264	0.032
nand2_1	118	0.0054
clkbuf_1	116	0.0053
o22ai_1	79	0.0060
a21oi_1	71	0.0043
dfrtp_1	71	0.021
o221ai_1	64	0.0068
nand3_1	54	0.0033
buf_2	46	0.0028
buf_6	42	0.0057
nor3_1	36	0.0022
xor2_1	28	0.0030
and2_1	27	0.0020
a22oi_1	26	0.0024
o21ai_0	24	0.0015
a211oi_1	23	0.0021
nand4_1	20	0.0015
nor2b_1	20	0.0015
xnor2_1	20	0.0021
buf_4	18	0.0016
per-stage QoR:
| step | total power, mW | instance area [sq um] |
|---|---|---|
| after CTS | 5.26 | 92800 |
| final | 5.22 | 92800 |
| after global placement | 3.67 | 86000 |
| after global routing | 5.42 | 92800 |
| after detailed placement | 3.67 | 86000 |
| after floorplan | 3.11 | 82700 |
how the worst min path moves through the flow:
stage                                        from                                    to  slack, ns  cells after the start
finish        r_ptr_empty_inst.r_ptr[7]$_DFF_PN0_  sync_r2w_inst.wq1_r_ptr[7]$_DFF_PN0_       0.32                      1
global route  r_ptr_empty_inst.r_ptr[7]$_DFF_PN0_  sync_r2w_inst.wq1_r_ptr[7]$_DFF_PN0_       0.29                      1
CTS           r_ptr_empty_inst.r_ptr[3]$_DFF_PN0_  sync_r2w_inst.wq1_r_ptr[3]$_DFF_PN0_       0.26                      1
worst reg2reg max path, cell delays in order, from the launching register on:
cell and delay [ns]:
dfrtp_4 0.79, buf_4 0.62, buf_4 0.57, and2_1 0.36
nand2_1 0.10, xor2_1 0.41, xnor2_1 0.27, xnor2_1 0.18
nand3_1 0.11, nor4_1 0.34
flip-flops by register name, indices dropped and copies added, names as in the netlist, 8 cells and up:
signal / cells
r_ptr_empty_inst.rbin: 8
fifomem_inst.mem: 2048
sync_r2w_inst.wq2_r_ptr: 9
sync_r2w_inst.wq1_r_ptr: 9
sync_w2r_inst.rq2_w_ptr: 9
r_ptr_empty_inst.r_ptr: 9
w_ptr_full_inst.wbin: 8
sync_w2r_inst.rq1_w_ptr: 9
w_ptr_full_inst.w_ptr: 9
cell type report:
type                            count  share of cell area
Antenna cell                        4            0.000108
Clock buffer                      256              0.0592
Clock inverter                    137              0.0136
Inverter                           15            0.000660
Multi-Input combinational cell   1725               0.192
Sequential cell                  2120               0.682
Tap cell                         2175              0.0293
Timing Repair Buffer              274              0.0235
timing repair:
| item | 4_1_cts | 5_1_grt |
|---|---|---|
| hold endpoints to repair | 9 | 0 |
| setup buffers | 0 | 0 |
| hold buffers | 9 | 0 |
| resized | 0 | 0 |
where the power goes:
group	total [mW]	leakage [nW]	switching (mW)	internal (mW)
sequential	2.10	19.3	0.0474	2.05
combinational	1.54	7.19	0.950	0.585
clock	1.59	3.28	0.689	0.900
metal layers:
metal / up-vias / track usage
met5: - / 0.0190
met4: 14 / 0.0781
met3: 403 / 0.214
met2: 2441 / 0.423
met1: 21000 / 0.403
li1: 17400 / -
No activity file was given, so power comes from the tool's default toggle rates.
