File: /design/flow/design.v
module fifo_memory #(parameter DEPTH = 256, DATA_SIZE = 8, PTR_SIZE = 8) (
  input wire w_clk,
  input wire w_en,
  input wire r_clk,
  input wire r_en,
  input wire [PTR_SIZE:0] b_wptr,
  input wire [PTR_SIZE:0] b_rptr,
  input wire [DATA_SIZE-1:0] data_in,
  input wire full,
  input wire empty,
  output reg [DATA_SIZE-1:0] data_out,
  output reg write_error,
  output reg read_error
);
  reg [DATA_SIZE-1:0] fifo [0:DEPTH-1];
  always @(posedge w_clk) begin
    write_error <= 0;
    if (w_en) begin
      if (full) 
        write_error <= 1;
      else 
        fifo[b_wptr[PTR_SIZE-1:0]] <= data_in;
    end
  end
  always @(posedge r_clk) begin
    read_error <= 0;
    if (r_en) begin
      if (empty)
        read_error <= 1;
      else 
        data_out <= fifo[b_rptr[PTR_SIZE-1:0]];
    end
  end
endmodule
File: /design/flow/run.sh
#!/bin/bash
# OpenROAD 26Q1-2900-gdf79404cd8, Yosys 0.63+post, stock flow scripts
make -C /OpenROAD-flow-scripts/flow DESIGN_CONFIG=/design/flow/config.mk WORK_HOME=/design/flow/orfs finish
File: /design/flow/config.mk
export PLATFORM = sky130hd
export DESIGN_NAME = fifo_memory
export DESIGN_NICKNAME = fifo_memory
export VERILOG_FILES = /design/flow/design.v
export SDC_FILE = /design/flow/constraint.sdc
export NUM_CORES = 4
export LEC_CHECK = 1
export CORE_UTILIZATION = 50
File: /design/flow/constraint.sdc
current_design fifo_memory

set clk_period 7.9
set clk_io_pct 0.2

create_clock -name clk0 -period $clk_period [get_ports {r_clk}]
create_clock -name clk1 -period $clk_period [get_ports {w_clk}]

set non_clock_inputs [all_inputs -no_clocks]
set_input_delay [expr $clk_period * $clk_io_pct] -clock clk0 $non_clock_inputs
set_output_delay [expr $clk_period * $clk_io_pct] -clock clk0 [all_outputs]
==> results.cfg <==
; synthesis and place-and-route metrics
[drt]
ant_nets = 0
wl_per_cell_um = 32.1
vias = 38235
drt_iter0_drc = 2407
wl_um = 197000
drt_pass1_iterations = 5
drcViolationCount = 0
vias_per_cell = 6.22

[yosys]
yosys_area_mm2 = 0.0800
ys_sh_mux = 0.145
ys_seq_elements = 2058
ff_type = edfxtp_1
seq_area_frac_synth = 0.772
yosysWarnings = 1
simple_gate_area_frac = 0.0264
enable_flop_cells = 2056
ys_sh_xor = 0
synth.cell_area_mm2 = 0.0800
ys_cells = 3768
ys_types = 63
fa_ha_area_frac = 0
synthAoiAreaFrac = 0.0360
syn_inst = 3768
syn_area_per_cell_um2 = 21.2
topCombFamilyByArea = multiplexers
synthArstFlopShare = 0

[final_timing]
finalSetupViolations = 0
hold_violations = 0
tightest_slew_ns = 1.13
tns_ns = 0
hold_ws_ns = 1.20
slew_headroom = 0.244
finalMaxSlewViolations = 0
rsz0062_at_grt = false

[global_routing]
track_usage = 0.283
grt_pass1_wl_um = 288000
grt_pass1_vias = 41443
grt_overflow = 0
antenna_found_initial = 8
grt_max_degree = 123

[place]
place_area_mm2 = 0.0825
io_buffers = 38
hpwl_um = 119000
routabilityCongestion = 0.939

[flow_run]
cap_violations = 0
warning_count = 32

[power]
p_seq_frac = 0.537
clkPwrFrac = 0.415
pwr-share-comb = 0.047
ir_worst_vdd_mv = 0.219
leakage_nw = 27.5
p_sw_mw = 4.68
power_density_mw_per_mm2 = 252
switching_share = 0.209
intPower_mw = 17.7

[critical_path]
cp_slowest_stage_delay_ns = 0.92
start_kind = input port
cp_top_family = AND-OR/OR-AND gates
crit_chain = buf_8, buf_4, mux4_2, a22o_1, a221oi_1, o2bb2ai_1, nor3_1, nor4_1
critPathKind = input port to register
cp_num_buf_inv = 2
endpoint_kind = register
crit_arrival_ns = 5.24
required_ns = 7.89
slowest_stage = nor3_1
crit_fanout = 39

[floorplan]
chipArea_mm2 = 0.162
dieWidth_um = 402
ios = 42
die_y_um = 402
std_cell_rows = 146
fp_util = 0.504
core-area_mm2 = 0.159

[worst_hold_path]
hold_class = input port to register

[finish]
finish.instance_area_mm2 = 0.0889
layout_top_cells = edfxtp_1 (2056), mux4_2 (414), nor2_1 (278), clkbuf_16 (214), a22oi_1 (145)
layout_top_cell = edfxtp_1
layout-area-overhead-vs-synth_pct = 11.2
drive_gt1_frac = 0.215

[clock_tree]
clk_pin_slew_ns = 0.08
cts_sinks = 2058
ctsResizeCount = 0
post_cts_buffers = 0
cts_tree = yes
hold_buffers = 0

[run_status]
outcome = completed
==> power groups by stage <==
stage	sequential [mW]	clock, mW	combinational [mW]
4_1_cts	12.0	9.48	1.07
5_1_grt	12.0	9.90	1.13
6_report	12.0	9.30	1.06
==> cells in the mapped netlist (24+ instances only) <==
cell         n  area, um^2
edfxtp_1  2056       61700
mux4_2     414        9320
nor2_1     280        1050
a22oi_1    145        1090
mux2i_1    132        1320
clkbuf_1   100         375
a21oi_1     95         475
nand2_1     61         229
buf_2       47         235
o221ai_1    39         342
nand3_1     37         185
mux4_1      31         815
nor3_1      24         120
==> layout make-up <==
| cell class | count | area [um^2] |
|---|---|---|
| multi-input combinational | 1471 | 16600 |
| tap | 2072 | 2590 |
| clock inverter | 112 | 885 |
| clock buffer | 257 | 5520 |
| fill | 11596 | 69600 |
| inverter | 5 | 18.8 |
| antenna | 2 | 5.00 |
| timing repair buffer | 174 | 1520 |
| sequential | 2058 | 61800 |
==> state kept, by name, summed over array words and instances (netlist names) <==
register     flops
write_error      1
fifo          2048
read_error       1
data_out         8
==> worst reg2reg max path: stages, from the launching register on <==
cell and delay [ns]:
edfxtp_1 0.36, mux4_2 0.49, a22o_1 0.28, a221oi_1 0.58, o2bb2ai_1 0.18, nor3_1 0.92, nor4_1 0.10
==> path summary, 6_finish.rpt <==
kind | from | endpoint | slack, ns | depth (start not counted)
min in group clk0 | fifo[98][4] | data_out[4] | 1.76 | 5
max reg2reg | fifo[155][1] | data_out[1] | 4.21 | 6
max in group clk1 | b_wptr[5] | fifo[166][0] | 3.66 | 4
min | data_in[7] | fifo[111][7] | 1.20 | 1
min reg2reg | fifo[98][4] | data_out[4] | 1.76 | 5
max | b_rptr[0] | data_out[1] | 2.65 | 8
==> routing by layer <==
layer	track usage	part of all wire
met1	0.396	0.33
met2	0.401	0.48
met3	0.195	0.16
met4	0.0676	0.031
met5	0.0119	0.0016
==> logic make-up (layout without fill, tap and decap cells) <==
family / Yosys count / after routing
buffers and inverters: 239 / 548
other: 0 / 2
AND-OR/OR-AND: 401 / 401
AND/OR/NAND/NOR: 483 / 483
multiplexers: 587 / 587
flip-flops: 2058 / 2058
==> per-stage QoR <==
stage | cells | power, mW | setup WS, ns | utilization
2_1_floorplan | 3768 | 12.8 | 4.30 | -
3_3_place_gp | 5780 | 13.3 | 2.40 | 0.521
3_5_place_dp | 5780 | 13.3 | 2.41 | 0.521
4_1_cts | 6149 | 22.6 | 2.63 | 0.561
5_1_grt | 6150 | 23.1 | 2.47 | 0.561
6_report | 6151 | 22.4 | 2.65 | 0.561
Power is estimated from default activity; no workload was simulated.
