$ cat flow/config.mk
export PLATFORM = sky130hd
export DESIGN_NAME = asynchronous_fifo
export DESIGN_NICKNAME = asynchronous_fifo
export VERILOG_FILES = /design/flow/design.v
export SDC_FILE = /design/flow/constraint.sdc
export NUM_CORES = 4
export LEC_CHECK = 1
export CORE_UTILIZATION = 40
$ cat flow/constraint.sdc
current_design asynchronous_fifo

set clk_period 39.8
set clk_io_pct 0.2

create_clock -name clk0 -period $clk_period [get_ports {r_clk}]
create_clock -name clk1 -period $clk_period [get_ports {w_clk}]

set non_clock_inputs [all_inputs -no_clocks]
set_input_delay [expr $clk_period * $clk_io_pct] -clock clk0 $non_clock_inputs
set_output_delay [expr $clk_period * $clk_io_pct] -clock clk0 [all_outputs]
$ cat flow/design.v
module synchronizer #(parameter SIZE=8) (
  input clk, rst_n, 
  input [SIZE:0] d_in,  
  output reg [SIZE:0] d_out
);
  reg [SIZE:0] q1;
  always_ff @(posedge clk or negedge rst_n) begin 
    if (rst_n == 0) begin  
      q1 <= 0;
      d_out <= 0;
    end else begin
      q1 <= d_in;
      d_out <= q1;
    end
  end
endmodule
module wptr_handler #(parameter PTR_SIZE=8) (
  input w_clk, wrst_n, w_en,
  input [PTR_SIZE:0] g_rptr_sync,
  output reg [PTR_SIZE:0] b_wptr, g_wptr,
  output reg full
);
  reg [PTR_SIZE:0] b_wptr_next;
  reg [PTR_SIZE:0] g_wptr_next;
  wire wfull;
  always_comb begin 
    b_wptr_next = b_wptr + (w_en & !full);
    g_wptr_next = (b_wptr_next >> 1) ^ b_wptr_next;
  end
  always_ff @(posedge w_clk or negedge wrst_n) begin 
    if (!wrst_n) begin
      b_wptr <= 0; 
      g_wptr <= 0;
    end else begin
      b_wptr <= b_wptr_next;  
      g_wptr <= g_wptr_next;  
    end
  end
  always_ff @(posedge w_clk or negedge wrst_n) begin 
    if (!wrst_n) 
      full <= 0;
    else 
      full <= wfull;
  end
  assign wfull = (g_wptr_next == {~g_rptr_sync[PTR_SIZE:PTR_SIZE-1], g_rptr_sync[PTR_SIZE-2:0]});
endmodule
module rptr_handler #(parameter PTR_SIZE=8) (
  input r_clk, rrst_n, r_en,
  input [PTR_SIZE:0] g_wptr_sync,
  output reg [PTR_SIZE:0] b_rptr, g_rptr,
  output reg empty
);
  reg [PTR_SIZE:0] b_rptr_next;
  reg [PTR_SIZE:0] g_rptr_next;
  reg rempty; 
  always_comb begin 
    b_rptr_next = b_rptr + (r_en & !empty);
    g_rptr_next = (b_rptr_next >> 1) ^ b_rptr_next;
  end
  always_ff @(posedge r_clk or negedge rrst_n) begin 
    if (!rrst_n) begin
      b_rptr <= 0;
      g_rptr <= 0;
    end else begin
      b_rptr <= b_rptr_next;
      g_rptr <= g_rptr_next; 
    end
  end
  always_ff @(posedge r_clk or negedge rrst_n) begin 
    if (!rrst_n)
      empty <= 1;
    else begin
      rempty = (g_wptr_sync == g_rptr_next); 
      empty <= rempty;
    end
  end
endmodule
module fifo_mem #(parameter DEPTH=256, DATA_SIZE=8, PTR_SIZE=8) (
  input w_clk, w_en, r_clk, r_en,
  input [PTR_SIZE:0] b_wptr, b_rptr,
  input [DATA_SIZE-1:0] data_in,
  input full, empty,
  output reg [DATA_SIZE-1:0] data_out,
  output reg write_error, read_error
);
  reg [DATA_SIZE-1:0] fifo[0:DEPTH-1];
  always_ff @(posedge w_clk) begin
    write_error <= 0;  
    if (w_en) begin
      if (full) 
        write_error <= 1;  
      else 
        fifo[b_wptr[PTR_SIZE-1:0]] <= data_in;  
    end
  end
  always_ff @(posedge r_clk) begin
    read_error <= 0;  
    if (r_en) begin
      if (empty) 
        read_error <= 1;  
      else 
        data_out <= fifo[b_rptr[PTR_SIZE-1:0]];  
    end
  end
endmodule
module asynchronous_fifo #(parameter DEPTH=256, DATA_SIZE=8, parameter PTR_SIZE = 8) (
  input w_clk, wrst_n,
  input r_clk, rrst_n,
  input w_en, r_en,
  input [DATA_SIZE-1:0] data_in,
  output reg [DATA_SIZE-1:0] data_out,
  output reg full, empty, write_error, read_error
);
  reg [PTR_SIZE:0] g_wptr_sync, g_rptr_sync;
  reg [PTR_SIZE:0] b_wptr, b_rptr;
  reg [PTR_SIZE:0] g_wptr, g_rptr;
  wire [PTR_SIZE-1:0] waddr, raddr;
  synchronizer #(PTR_SIZE) sync_wptr (r_clk, rrst_n, g_wptr, g_wptr_sync);  
  synchronizer #(PTR_SIZE) sync_rptr (w_clk, wrst_n, g_rptr, g_rptr_sync);  
  wptr_handler #(PTR_SIZE) wptr_h(w_clk, wrst_n, w_en,g_rptr_sync,b_wptr,g_wptr,full);
  rptr_handler #(PTR_SIZE) rptr_h(r_clk, rrst_n, r_en,g_wptr_sync,b_rptr,g_rptr,empty);
  fifo_mem fifom(w_clk, w_en, r_clk, r_en,b_wptr, b_rptr, data_in,full,empty, data_out, write_error, read_error);
endmodule
$ cat flow/run.sh
#!/bin/bash
# OpenROAD 26Q1-2900-gdf79404cd8, Yosys 0.63+post, stock flow scripts
make -C /OpenROAD-flow-scripts/flow DESIGN_CONFIG=/design/flow/config.mk WORK_HOME=/design/flow/orfs finish
==> flow_metrics.rpt <==
FLOW METRICS REPORT
----------------------------------------------------
[Detailed routing]
  Residual DRC ........................ 0
  Wire per inst ........................ around 32 µm
  1st-pass router iterations ........................ 5
  Drt total wl ........................ 224,000 µm
  Vias after detailed routing ........................ 40,600
  Final ANT Viol Nets ........................ 0
  DR vias/cell ........................ 5.80
  DRT iter0 DRCs ........................ 2,944

[Timing]
  Number of setup violations in the final report ........................ 0
  Final critical-path setup slack ........................ 28,920 ps
  Sum of negative setup slack ........................ 0 ps
  Worst Hold Margin ........................ 331 ps
  Final hold vios ........................ 0
  Setup Skew ........................ between 50 and 60 ps
  Setup repair after global routing missed its margin ........................ no
  Worst rel slew slack ........................ between 30% and 40%
  Number of pins exceeding their max-slew limit in the final report ........................ 0
  Transition time at the pin with the least slew margin ........................ 1030 ps

[Placement]
  Dpl hpwl ........................ 137,000 µm
  Placed cell count ........................ 6,595
  Placement Setup Slack ........................ 28,680 ps
  Quantity of I/O buffers inserted on ports ........................ 24
  GP Congestion ........................ between 0.9 and 1

[Critical path]
  Setup CP Type ........................ input pin to flop
  Maximum single-stage delay on the critical path ........................ 710 ps
  Required time at the endpoint of the critical path ........................ 39,990 ps
  Category of the worst setup path launch point ........................ input pin
  Crit-path max FO ........................ 9
  Worst Setup End Kind ........................ flop
  Family with the most delay on the worst path ........................ simple AND/OR/NAND/NOR gates
  Worst path cell trace ........................ clkdlybuf4s50_1, nor2b_1, ha_1, ha_1, nand3_1, xnor2_1, xnor3_1, xnor2_1, nand2_1, nor4_1
  Highest-delay cell along the critical path ........................ sky130_fd_sc_hd__nor2b_1
  Data arrival time of the critical path ........................ about 11,000 ps
  CP Buf/Inv Count ........................ 1

[Clock tree]
  Clock sink total ........................ 2,130
  Post-CTS Setup Bufs ........................ 0
  CTS clk-pin slew, worst paths ........................ 60 ps
  Clock tree from TritonCTS ........................ built

[Cells and area]
  Area delta synth->final ........................ 12.1%
  Layout cells sized above 1 ........................ 21.2%
  Most numerous logic cells after layout ........................ sky130_fd_sc_hd__edfxtp_1 (2,056), sky130_fd_sc_hd__mux4_2 (415), sky130_fd_sc_hd__nor2_1 (278)
  Finished Layout Cells ........................ 6,994
  Most common cell after layout, fill and taps aside ........................ sky130_fd_sc_hd__edfxtp_1
  Final core utilization ........................ 45.3%

[Power and ir drop]
  Combinational group share of total power ........................ 30.6%
  NetSw ........................ ~2200 µW
  Max IR drop VDD ........................ 47.0 µV
  Standby leakage power ........................ 0.0293 µW
  Switching Share ........................ 33.3%
  Fraction of power consumed by sequential logic ........................ 39.5%
  Power density relative to cell area ........................ 70.1 mW/mm²
  Internal power ........................ about 4400 µW
  Part of the power in the clock network ........................ between 20% and 30%

[GRT]
  Vias in the first global route ........................ 44,600
  Antenna violations before repair ........................ 5
  Maximum number of pins on one net before global-route repair ........................ around 120
  Total gr overflow ........................ 0
  Global-route wire length before repair ........................ ~320,000 µm
  GRT Overall Usage ........................ 23.8%

[Yosys]
  Mean instance size in the synthesized netlist ........................ 20.8 µm²
  Total of flip-flops plus latches after synthesis ........................ 2,130
  Top cells by area, synth ........................ sky130_fd_sc_hd__edfxtp_1 (74%), sky130_fd_sc_hd__mux4_2 (11%), sky130_fd_sc_hd__mux2i_1 (2.4%)
  Area leader share ........................ between 70% and 80%
  Post-synth top area cell ........................ sky130_fd_sc_hd__edfxtp_1
  Cell Type Count ........................ 74
  Dominant flop cell ........................ sky130_fd_sc_hd__edfxtp_1
  Post-synthesis cell count ........................ approximately 4,000
  Yosys warns ........................ 4
  Netlist area before placement ........................ a little over 0.08 mm²
  EDFF count, synth ........................ 2,056
  Summed standard-cell area reported by yosys ........................ 0.0830 mm²
  Ys cells ........................ ~4,000
  Share of synthesized registers carrying an async set or reset ........................ 3.38%
  Seq/Total Area, Yosys ........................ 76.6%

[Die]
  Floorplan die width ........................ 458 µm
  Cell Rows ........................ 166
  Die outline height ........................ 458 µm
  Boundary pin count ........................ 26
  FP Util ........................ 40.4%
  Chip footprint ........................ 0.209 mm²
  Area of the core ........................ 0.205 mm²

[Worst hold path]
  Path category of the worst min-delay check ........................ flop to flop

[Job]
  Tool warning count ........................ 33
  Max-capacitance violation count ........................ 0

[Run status]
  Status ........................ finished clean

----------------------------------------------------
[metal layers]
layer  wire length (µm)  track usage, %  vias up
met4               9140            7.37       22
li1                   -               -    16900
met3              39100            18.3      414
met1              71500            28.7    20600
met2             103000            33.9     2645
met5                694            2.25        -
[final timing paths]
| check | start | endpoint | slack [ps] | cells past startpoint |
|---|---|---|---|---|
| min | rptr_h.g_rptr[3] | sync_rptr.q1[3] | 330 | 1 |
| max reg2reg | rptr_h.b_rptr[0] | fifom.data_out[7] | 33740 | 11 |
| min in group asynchronous | wrst_n | wptr_h.b_wptr[6] | 7160 | 2 |
| min in group clk0 | sync_wptr.q1[2] | sync_wptr.d_out[2] | 340 | 0 |
| max in group clk1 | data_in[2] | fifom.fifo[134][2] | 29590 | 4 |
| max in group asynchronous | rrst_n | rptr_h.b_rptr[2] | 31700 | 2 |
| min reg2reg | rptr_h.g_rptr[3] | sync_rptr.q1[3] | 330 | 1 |
| max | r_en | rptr_h.empty | 28920 | 10 |
[stage by stage]
stage / cell area (µm²) / power [µW]
floorplan: 83000 / 3830
global placement: 86200 / 4610
detailed placement: 86200 / 4600
CTS: 93100 / 6560
global route: 93100 / 6740
finish: 93100 / 6530
[registers in the layout, summed over array words and instances (netlist names)]
signal and count:
rptr_h.b_rptr 9, fifom.read_error 1, wptr_h.b_wptr 9, sync_rptr.d_out 9
sync_rptr.q1 9, wptr_h.g_wptr 8, fifom.write_error 1, sync_wptr.d_out 9
rptr_h.empty 1, sync_wptr.q1 9, rptr_h.g_rptr 8, wptr_h.full 1
fifom.fifo 2048, fifom.data_out 8
[synth_stat cells (26+ instances only)]
cell	count
sky130_fd_sc_hd__edfxtp_1	2056
sky130_fd_sc_hd__mux4_1	28
sky130_fd_sc_hd__a22oi_1	72
sky130_fd_sc_hd__xor2_1	29
sky130_fd_sc_hd__buf_6	29
sky130_fd_sc_hd__nand2_1	71
sky130_fd_sc_hd__buf_2	49
sky130_fd_sc_hd__dfrtp_1	71
sky130_fd_sc_hd__clkbuf_1	104
sky130_fd_sc_hd__mux4_2	415
sky130_fd_sc_hd__o21ai_0	33
sky130_fd_sc_hd__mux2i_1	196
sky130_fd_sc_hd__a21oi_1	102
sky130_fd_sc_hd__nor2_1	280
sky130_fd_sc_hd__o221ai_1	26
sky130_fd_sc_hd__a221oi_1	33
sky130_fd_sc_hd__nand3_1	47
[area by class of cell]
class,count,area [µm²]
Fill cell,16800,112000
Sequential cell,2130,63600
Multi-Input combinational cell,1590,17700
Clock buffer,248,5390
Tap cell,2688,3360
Timing Repair Buffer,176,1500
Clock inverter,138,1430
Inverter,20,75.1
Antenna cell,4,10.0
[cell families after synthesis]
logic type,count (synthesis),synth area share [%]
buffers and inverters,263,2.16
adder cells (fa/ha/maj),4,0.0603
multiplexers,653,14.7
flip-flops,2130,76.6
XOR/XNOR,48,0.574
AND/OR/NAND/NOR,491,2.59
AND-OR/OR-AND,394,3.34
[what timing repair did]
| item | 4_1_cts | 5_1_grt |
|---|---|---|
| hold buffers | 9 | 0 |
| endpoints found under the hold margin | 9 | 0 |
| gates resized | 0 | 0 |
[power groups by stage]
| stage | sequential [µW] | combinational (µW) | clock [µW] |
|---|---|---|---|
| 6_report | 2580 | 2000 | 1950 |
| 5_1_grt | 2590 | 2090 | 2060 |
| 4_1_cts | 2580 | 1990 | 1980 |
Power and IR drop assume default switching activity.
